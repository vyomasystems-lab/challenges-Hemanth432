**flow/design.v**
```verilog
module ALU(
  input [3:0]s,
  input ci, M,
  input [3:0] a, b,
  output reg [3:0] y
);
    reg [3:0] p, g;
    always @(*) begin
    p[0] <= ~(a[0] | (s[0] & b[0]) | (s[1] & ~b[0]));
    p[1] <= ~(a[1] | (s[0] & b[1]) | (s[1] & ~b[1]));
    p[2] <= ~(a[2] | (s[0] & b[2]) | (s[1] & ~b[2]));
    p[3] <= ~(a[3] | (s[0] & b[3]) | (s[1] & ~b[3]));
    g[0] <= ~((a[0] & ~b[0] & s[2]) | (a[0] & b[0] & s[3]));
    g[1] <= ~((a[1] & ~b[1] & s[2]) | (a[1] & b[1] & s[3]));
    g[2] <= ~((a[2] & ~b[2] & s[2]) | (a[2] & b[2] & s[3]));
    g[3] <= ~((a[3] & ~b[3] & s[2]) | (a[3] & b[3] & s[3]));
    y[0] = (p[0] ^ g[0]) ^ ~(~ci & ~M);
    y[1] = (p[1] ^ g[1]) ^ ~((~ci & ~M & g[0]) | (~M & p[0]));
    y[2] = (p[2] ^ g[2]) ^ ~((~ci & ~M & g[0] & g[1]) | (~M & p[1]) | (~M & p[0] & g[1]));
    y[3] = (p[3] ^ g[3]) ^ ~((~ci & ~M & g[0] & g[1] & g[2]) | (~M & p[2]) | (~M & p[1] & g[2]) | (~M & p[0] & g[1] & g[2]));
    end
endmodule
```
**flow/constraint.sdc**
```tcl
current_design ALU

set clk_period 2.4
set clk_io_pct 0.2

create_clock -name clk0 -period $clk_period

set non_clock_inputs [all_inputs -no_clocks]
set_input_delay [expr $clk_period * $clk_io_pct] -clock clk0 $non_clock_inputs
set_output_delay [expr $clk_period * $clk_io_pct] -clock clk0 [all_outputs]
```
**flow/config.mk**
```make
export PLATFORM = sky130hd
export DESIGN_NAME = ALU
export DESIGN_NICKNAME = ALU
export VERILOG_FILES = /design/flow/design.v
export SDC_FILE = /design/flow/constraint.sdc
export NUM_CORES = 4
export LEC_CHECK = 1
export CORE_AREA = 10 10 70 70
export DIE_AREA = 0 0 80 80
```
**flow/run.sh**
```bash
#!/bin/bash
# OpenROAD 26Q1-2900-gdf79404cd8, Yosys 0.63+post, stock flow scripts
make -C /OpenROAD-flow-scripts/flow DESIGN_CONFIG=/design/flow/config.mk WORK_HOME=/design/flow/orfs finish
```
==> CHANGELOG.md <==
### Metrics

* Outcome: finished, final reports clean
* Iteration count of the initial detailed-routing pass at 4
* Netlist area before placement at 227.7 µm²
* Core occupancy in the finished layout at 15.46%
* FILL cells at 395
* Number of cells in the design after placement at 100
* Class of the worst hold path: in -> out
* Proportion of netlist area held by the largest area contributor at 15.38%
* NetSw at 0.00003897 W
* Final Non-Filler Cells at 100
* Complex Gates by Area at 46.15%
* Maximum ir drop on the vdd rail at 0.03045 mV
* Count of buffer and inverter cells on the critical path at 3
* Number of top-level design ports at 18
* Sequential Power Share at 0%
* Average instance area after synthesis at 7.591 µm²
* Fa+ha+maj area frac at 0%
* Post-route minimum period at 2.332 ns
* Internal cell power at 0.00006393 W
* Post-route DRC violation count at 0
* Fraction of power spent switching nets at 37.87%
* Clock buf count at 0
* Number of warnings issued by yosys at 1
* Worst setup slack after layout at 0.06814 ns
* Worst-path cell with the longest stage delay: sky130_fd_sc_hd__clkdlybuf4s50_1
* Slew HR at 81.99%
* Layout overhead on the synthesized area at 131.9%
* Xor/xnor share of the synthesized area at 15.38%
* Leading post-synthesis cells by cell area: sky130_fd_sc_hd__xnor2_1 15%, sky130_fd_sc_hd__nor2b_1 14%, sky130_fd_sc_hd__mux2i_1 8.8%
* Vias after detailed routing at 321
* Pin count of the biggest net entering global routing at 6
* Period Utilization, post-route at 97.16%
* Fraction of layout instances using a drive strength above 1 at 33.33%
* List of most frequent post-synthesis cells: 5 x sky130_fd_sc_hd__nor2b_1, 4 x sky130_fd_sc_hd__xnor2_1
* Global placer's final weighted congestion at 0.7962
* Number of sequential cells at 0
* Combinational group share of total power at 100.0%
* DR vias/cell at 3.210
* Tool warnings at 32
* Post-CTS repair timing setup buffer count at 0
* Most frequent cell after synthesis: sky130_fd_sc_hd__nor2b_1
* Number of max-cap violations at 0
* Number of global-route vias before repair at 320
* Power density over the cells at 194.9 nW/µm²
* Max-slew violation total from the final report at 0
* Area occupied by registers at 0 µm²
* CP required at 1.92 ns
* Final-report hold violation count at 0
* Critical path peak fanout at 2
* Placement Setup Slack at -0.5708 ns
* Number of nets with antenna violations after routing at 0
* Largest delay contributor family on the critical path: buffers and inverters
* Worst EP arrival at 1.85 ns
* Capturing element type of the critical path: output port
* Mux share of post-synthesis cell area at 15.38%
* Worst Max-Slew Pin Slew at 0.2696 ns
* Startpoint type of the worst setup path: input port
* Number of buffer cells added on primary ports at 18
* Peak Freq at 428.8 MHz
* Simple-gate area share of the yosys netlist at 23.08%
* Iteration-0 DRC Markers at 32
* Main logic family: AND-OR/OR-AND gates
* Final wirelength at 1003 µm
* Kind of critical path: in -> out
* HPWL after DPL at 845.5 µm
* Critical path, cell by cell: clkdlybuf4s50_1 > a211o_1 > buf_4 > o22ai_2 > xnor2_2 > clkdlybuf4s15_1
* Gate count of the mapped netlist at 30
* Post-synthesis chip area from yosys at 227.7 µm²
* Routed wire per std cell at 10.03 µm
* Number of antenna violations at the first check in global routing at 0
* Clock network power share at 0%
* Final antenna diode count at 0
* First-pass GRT wire length at 1580 µm
* Chip area at 6400 µm²
* Cell count in the Yosys report at 30
* Number of unique standard cell types used by synthesis at 18
* Total global routing track utilization at 2.979%
* Synth Seq Share at 0%
* Effective utilization at floorplan at 6.667%
* Unrepaired setup endpoints after global routing: false
* Static leakage at 0.2110 nW
* Slowest cell delay on critical path at 0.41 ns
* Final setup violation count at 0
* Row Count at 21
* Die extent in y at 80 µm
* Most area-hungry cell type in the Yosys netlist: sky130_fd_sc_hd__xnor2_1
* Width of the die at 80 µm
* Grt total ovfl at 0
* Core outline area at 3416 µm²
-- logic make-up (layout without fill, tap and decap cells) --
logic type      count (synthesis)  after routing
simple gates                   10             10
compound gates                 13             13
mux                             3              3
xor+xnor                        4              4
buf+inv                         0             24
-- stage by stage --
stage	setup TNS [ns]	power, W	hold WS, ns	area (µm²)
floorplan	0	0.00003575	1.060	227.7
global placement	-1.823	0.0001056	1.989	510.5
detailed placement	-1.761	0.0001056	2.004	510.5
CTS	0	0.0001014	1.729	518.0
global route	0	0.0001140	1.748	528.0
finish	0	0.0001029	1.663	528.0
-- area by class of cell --
type               instances  area (µm²)  share of cell area [%]
multi-input cells         30       260.3                   49.29
repair buffers            24       210.2                   39.81
well taps                 46       57.56                   10.90
-- worst paths after layout --
kind,from,endpoint,slack (ns),cells after the start
worst min-delay path,a[0],y[3],1.66,6
worst max-delay path,a[1],y[2],0.07,6
-- power groups by stage --
stage | sequential [W] | clock [W] | combinational, W
CTS | 0 | 0 | 0.000101
global route | 0 | 0 | 0.000114
finish | 0 | 0 | 0.000103
-- layout by cell type, fill, tap and decap left out, types with 2 or more instances in the layout --
cell / synthesis / layout
sky130_fd_sc_hd__nor2_1: 2 / 2
sky130_fd_sc_hd__clkdlybuf4s50_1: 0 / 7
sky130_fd_sc_hd__buf_4: 0 / 6
sky130_fd_sc_hd__xnor2_1: 4 / 2
sky130_fd_sc_hd__nand2_1: 2 / 2
sky130_fd_sc_hd__nor2b_1: 5 / 4
sky130_fd_sc_hd__a21oi_2: 1 / 2
sky130_fd_sc_hd__o21ai_0: 2 / 2
sky130_fd_sc_hd__xnor2_2: 0 / 2
sky130_fd_sc_hd__dlygate4sd2_1: 0 / 6
sky130_fd_sc_hd__mux2i_1: 2 / 2
sky130_fd_sc_hd__clkdlybuf4s15_1: 0 / 2
-- worst min-delay path: stages --
cell and delay [ns]:
sky130_fd_sc_hd__dlymetal6s2s_1 0.12, sky130_fd_sc_hd__a211oi_2 0.06, sky130_fd_sc_hd__o21bai_2 0.21, sky130_fd_sc_hd__o31ai_2 0.08, sky130_fd_sc_hd__xnor2_1 0.12, sky130_fd_sc_hd__buf_2 0.11
-- routing by layer --
metal	track usage [%]	routed length, µm	up-vias
met3	0.5682	65	0
met5	0	0	-
met4	0	0	0
met2	5.056	462	10
li1	-	-	166
met1	4.024	475	145
-- what timing repair did --
action | CTS | global route
gates cloned | 0 | 0
gates resized | 17 | 6
endpoints found under the hold margin | 0 | 0
hold buffers | 0 | 0
pin swaps | 7 | 6
setup endpoints to repair | 4 | 4
Power figures rest on the tool's default switching activity, not on a simulated workload.
