===== ./run.sh =====
#!/bin/bash
# OpenROAD 26Q1-2900-gdf79404cd8, Yosys 0.63+post, stock flow scripts
make -C /OpenROAD-flow-scripts/flow DESIGN_CONFIG=/design/flow/config.mk WORK_HOME=/design/flow/orfs finish

===== ./config.mk =====
export PLATFORM = sky130hd
export DESIGN_NAME = ALU_buggy
export DESIGN_NICKNAME = ALU_buggy
export VERILOG_FILES = /design/flow/design.v
export SDC_FILE = /design/flow/constraint.sdc
export NUM_CORES = 4
export LEC_CHECK = 1
export CORE_AREA = 10 10 70 70
export DIE_AREA = 0 0 80 80

===== ./constraint.sdc =====
current_design ALU_buggy

set clk_period 3.1
set clk_io_pct 0.2

create_clock -name clk0 -period $clk_period

set non_clock_inputs [all_inputs -no_clocks]
set_input_delay [expr $clk_period * $clk_io_pct] -clock clk0 $non_clock_inputs
set_output_delay [expr $clk_period * $clk_io_pct] -clock clk0 [all_outputs]

===== ./design.v =====
module ALU_buggy(
  input [3:0]s,
  input ci, M,
  input [3:0] a, b,
  output reg [3:0] y
);
    reg [3:0] p, g;
    always @(*) begin
    p[0] <= ~(a[0] | (s[0] & b[0]) | (s[1] & ~b[0]));
    p[1] <= ~(a[1] | (s[0] & b[1]) | (s[1] & ~b[1]));
    p[2] <= ~(a[2] | (s[0] & b[3]) | (s[1] & ~b[2]));
    p[3] <= ~(a[3] | (s[0] & b[3]) | (s[1] & ~b[3]));
    g[0] <= ~((a[0] & ~b[0] & s[2]) | (a[0] & b[0] & s[3]));
    g[1] <= ~((a[1] & ~b[1] & s[2]) | (a[1] & b[1] & s[3]));
    g[2] <= ~((a[2] & ~b[2] & s[2]) | (a[2] & b[2] & s[3]));
    g[3] <= ~((a[3] & ~b[3] & s[2]) | (a[3] & b[3] & s[3]));
    y[0] = (p[0] ^ g[0]) ^ ~(~ci & ~M);
    y[1] = (p[1] ^ g[1]) ^ ~((~ci & ~M & g[0]) | (~M & p[0]));
    y[2] = (p[2] ^ g[2]) ^ ~((~ci & ~M & g[0] & g[1]) | (~M & p[1]) | (~M & p[0] & g[1]));
    y[3] = (p[3] ^ g[3]) ^ ~((~ci & ~M & g[0] & g[1] & g[2]) | (~M & p[2]) | (~M & p[1] & g[2]) | (~M & p[0] & g[1] & g[2]));
    end
endmodule

==> impl_metrics.csv <==
group,metric,value,unit
run_status,status,"completed",
power_and_ir_drop,p_comb_share,100.0,%
power_and_ir_drop,power_density,143,nW/µm²
critical_path,required,2.48,ns
yosys,ys_sh_adder,0,%
die,pin_count,18,
global_routing,grt_antenna_before_repair,0,
global_routing,grt_max_degree,5,
layout,mostFrequentLayoutCell,"clkdlybuf4s50_1",
layout,nClkBuffers,0,
final_timing,fmax,356,MHz
die,die_h,80,µm
power_and_ir_drop,p_int,0.0000504,W
clock_tree,hold_buffers,0,
power_and_ir_drop,netSwitchingFraction,34.1,%
drt,dr.pass1.iters,3,
layout,seqCellArea,0,µm²
power_and_ir_drop,ir_worst_vdd,0.0238,mV
critical_path,crit_fanout,2,
yosys,ys_sh_xor,15.2,%
power_and_ir_drop,fin_total_pwr,0.0000764,W
layout,finalNonFillerCells,105,
final_timing,fin_setup_tns,0,ns
layout,fillers,405,
clock_tree,post_cts_buffers,0,
yosys,synth_warnings,1,
critical_path,critPathLaunchType,"primary input",
power_and_ir_drop,p_leak,0.242,nW
critical_path,crit_type,"in -> out",
layout,drive_above_1_share,22.0,%
die,dieArea,6400,µm²
drt,postRouteAntennaNets,0,
yosys,syn-cell-area,230,µm²
final_timing,setup_viol,0,
global_routing,grt_overflow,0,
final_timing,worst_pin_slew,0.233,ns
layout,utilization,15.7,%
die,die_w,80,µm
critical_path,arrival,2.19,ns
yosys,synthAoiAreaFrac,37.5,%
drt,vias,329,
final_timing,slew_headroom,84.3,%
critical_path,critPathCaptureType,"output port",
flow_run,warning_count,32,
yosys,simple_gate_area_share,26.1,%
drt,post_drt_wl_per_cell,9.57,µm
final_timing,finalMaxSlewViolations,0,
critical_path,startpoint,"s[1]",
hold_path,hold_path_startpoint,"s[2]",
layout,syn_to_final_growth,133,%
yosys,yosys.area.top_type,"xnor2_1",
yosys,ys_seq_share,0,%
final_timing,period_needed,2.81,ns
yosys,synth_cells,35,
final_timing,hold_violations,0,
yosys,ys_types,19,
layout,ff_count,0,
hold_path,min_path_type,"in -> out",
yosys,ys_chip_area,230,µm²
yosys,avgSynthCellArea,6.58,µm²
place,io_buffers,18,
final_timing,rsz0062_at_grt,"no",
die,fp-row-count,21,
drt,drt_iter0_markers,9,
final_timing,min_period_over_period,90.6,%
drt,via_per_inst,3.13,
place,dp_cells,105,
global_routing,grt_use_total,3.19,%
global_routing,grt_pass1_vias,333,
yosys,top_logic_kind,"AND-OR/OR-AND gates",
power_and_ir_drop,seqPwrFrac,0,%
die,core_area,3420,µm²
drt,post-route-drc-count,0,
power_and_ir_drop,power_frac_clock,0,%
power_and_ir_drop,switching_power,0.0000261,W
yosys,synthMuxAreaShare,16.3,%
yosys,top_cell_area_share,11.4,%
yosys,ys_top_cells_by_area,"xnor2_1 11%, mux2_1 9.8%, o211ai_1 9.8%, nand2_1 8.2%, a21oi_1 6.5%",
drt,totalWireLength,1010,µm
layout,most-common-layout-cells,"12 x clkdlybuf4s50_1, 6 x buf_4, 5 x nand2_1, 5 x dlymetal6s2s_1",
hold_path,holdPathStages,6,
flow_run,drv_cap,0,
place,gp_congestion,0.769,
yosys,ys_cells,35,
drt,antenna_cells,0,
die,fp-utilization,6.74,%
place,hpwl,910,µm
global_routing,grt_pass1_wl,1660,µm
## worst max-delay path, cell delays in order
cell	delay [ns]
clkdlybuf4s50_1	0.41
nor2b_2	0.16
a211oi_2	0.17
buf_4	0.15
a21oi_1	0.04
xnor2_1	0.15
clkdlybuf4s50_1	0.49
## power by group through the flow
stage / clock (W) / sequential, W / combinational (W)
global route: 0 / 0 / 0.0000864
finish: 0 / 0 / 0.0000764
CTS: 0 / 0 / 0.0000796
## synthesized netlist by cell type, types with 2 or more instances
cell / instances
nand2b_1: 2
o21ai_0: 3
xnor2_1: 3
a21oi_1: 3
o211ai_1: 3
inv_1: 3
nand2_1: 5
mux2_1: 2
## per-layer routing
| layer | routed length [µm] | vias up | GRT usage (%) |
|---|---|---|---|
| met2 | 537 | 7 | 5.94 |
| met4 | 0 | 0 | 0 |
| met5 | 0 | - | 0 |
| met3 | 55 | 0 | 0.909 |
| met1 | 411 | 147 | 3.69 |
| li1 | - | 175 | - |
## worst paths after layout
path,to,slack (ns)
max,y[0],0.29
min,y[3],1.84
## logic make-up after synthesis
group	count (synthesis)
simple gates	12
mux	3
buf+inv	3
xor+xnor	4
compound gates	13
## per-stage QoR
step                hold WS [ns]  setup slack [ns]  area, µm²
finish                      1.84             0.292        536
global route                1.96             0.187        536
CTS                         2.30            0.0212        512
detailed placement          2.30           -0.0574        513
global placement            2.30           -0.0216        513
floorplan                   1.34              1.08        230
## area by class of cell
cell class,count,area (µm²),area share [%]
well taps,46,57.6,10.7
inverters,3,11.3,2.10
repair buffers,24,236,44.2
multi-input cells,32,230,43.0
## what timing repair did
item	CTS	global route
pin swaps	0	2
endpoints found under the setup margin	2	3
gates resized	1	9
gates cloned	0	0
endpoints found under the hold margin	0	0
Power is estimated from default activity; no workload was simulated.
